==> /design/flow/design.v <==
module adder_128bit#(parameter ADDER_WIDTH = 128)(
    input  wire [ADDER_WIDTH-1:0] iA, iB,
    input  wire                   iC,
    output wire [ADDER_WIDTH-1:0] oSum,
    output wire                   oC    
);
    wire [3:0] C;
    wire [ADDER_WIDTH-33:0] oSum_buff_0, oSum_buff_1;
    wire [3:0] C_0,C_1;
    assign C_0[0] = C[0], C_1[0] = C[0];
    adder_32bit adder_32bit_inst(.iA(iA[31:0]),.iB(iB[31:0]),.iC(iC),.oSum(oSum[31:0]),.oC(C[0]));
    adder_32bit adder_32bit_inst_0_0(.iA(iA[63:32]),.iB(iB[63:32]),.iC(0),.oSum(oSum_buff_0[31:0]),.oC(C_0[1]));
    adder_32bit adder_32bit_inst_0_1(.iA(iA[63:32]),.iB(iB[63:32]),.iC(1),.oSum(oSum_buff_1[31:0]),.oC(C_1[1]));
    assign C[1] = (C[0] == 1'b0) ? C_0[1] : C_1[1];
    assign oSum[63:32] = (C[0] == 1'b0) ? oSum_buff_0[31:0] : oSum_buff_1[31:0];
    adder_32bit adder_32bit_inst_1_0(.iA(iA[95:64]),.iB(iB[95:64]),.iC(0),.oSum(oSum_buff_0[63:32]),.oC(C_0[2]));
    adder_32bit adder_32bit_inst_1_1(.iA(iA[95:64]),.iB(iB[95:64]),.iC(1),.oSum(oSum_buff_1[63:32]),.oC(C_1[2]));
    assign C[2] = (C[1] == 1'b0) ? C_0[2] : C_1[2];
    assign oSum[95:64] = (C[1] == 1'b0) ? oSum_buff_0[63:32] : oSum_buff_1[63:32];
    adder_32bit adder_32bit_inst_2_0(.iA(iA[127:96]),.iB(iB[127:96]),.iC(0),.oSum(oSum_buff_0[95:64]),.oC(C_0[3]));
    adder_32bit adder_32bit_inst_2_1(.iA(iA[127:96]),.iB(iB[127:96]),.iC(1),.oSum(oSum_buff_1[95:64]),.oC(C_1[3]));
    assign C[3] = (C[2] == 1'b0) ? C_0[3] : C_1[3];
    assign oSum[127:96] = (C[2] == 1'b0) ? oSum_buff_0[95:64] : oSum_buff_1[95:64];
    assign oC = C[3];
endmodule
module adder_32bit#(parameter ADDER_WIDTH = 32)(
    input  wire [ADDER_WIDTH-1:0] iA, iB,
    input  wire                   iC,
    output wire [ADDER_WIDTH-1:0] oSum,
    output wire                   oC    
);
    wire [3:0] C;
    wire [ADDER_WIDTH-9:0] oSum_buff_0, oSum_buff_1;
    wire [ADDER_WIDTH-1:0] C_0,C_1;
    assign C_0[0] = C[0], C_1[0] = C[0];
    adder_8bit adder_8bit_inst(.iA(iA[7:0]),.iB(iB[7:0]),.iC(iC),.oSum(oSum[7:0]),.oC(C[0]));
    adder_8bit adder_8bit_inst_0_0(.iA(iA[15:8]),.iB(iB[15:8]),.iC(0),.oSum(oSum_buff_0[7:0]),.oC(C_0[1]));
    adder_8bit adder_8bit_inst_0_1(.iA(iA[15:8]),.iB(iB[15:8]),.iC(1),.oSum(oSum_buff_1[7:0]),.oC(C_1[1]));
    assign C[1] = (C[0] == 1'b0) ? C_0[1] : C_1[1];
    assign oSum[15:8] = (C[0] == 1'b0) ? oSum_buff_0[7:0] : oSum_buff_1[7:0];
    adder_8bit adder_8bit_inst_1_0(.iA(iA[23:16]),.iB(iB[23:16]),.iC(0),.oSum(oSum_buff_0[15:8]),.oC(C_0[2]));
    adder_8bit adder_8bit_inst_1_1(.iA(iA[23:16]),.iB(iB[23:16]),.iC(1),.oSum(oSum_buff_1[15:8]),.oC(C_1[2]));
    assign C[2] = (C[1] == 1'b0) ? C_0[2] : C_1[2];
    assign oSum[23:16] = (C[1] == 1'b0) ? oSum_buff_0[15:8] : oSum_buff_1[15:8];
    adder_8bit adder_8bit_inst_2_0(.iA(iA[31:24]),.iB(iB[31:24]),.iC(0),.oSum(oSum_buff_0[23:16]),.oC(C_0[3]));
    adder_8bit adder_8bit_inst_2_1(.iA(iA[31:24]),.iB(iB[31:24]),.iC(1),.oSum(oSum_buff_1[23:16]),.oC(C_1[3]));
    assign C[3] = (C[2] == 1'b0) ? C_0[3] : C_1[3];
    assign oSum[31:24] = (C[2] == 1'b0) ? oSum_buff_0[23:16] : oSum_buff_1[23:16];
    assign oC = C[3];
endmodule
module adder_8bit#(parameter ADDER_WIDTH = 8)( 
    input  wire [ADDER_WIDTH-1:0] iA, iB,
    input  wire iC,
    output wire [ADDER_WIDTH-1:0] oSum,
    output wire oC
);
    wire [ADDER_WIDTH-1:0] wP; 
    wire [ADDER_WIDTH-1:0] wS = iA ^ iB;
    wire [ADDER_WIDTH-1:0] wG; 
    wire [ADDER_WIDTH:0] wC;
    assign wC[0] = iC;
    assign wC[1] = |{wG[0], iC&wP[0]};
    assign wC[2] = |{wG[1], &{wG[0], wP[1]}, &{iC,wP[1:0]}};
    assign wC[3] = |{wG[2], &{wG[1], wP[2]}, &{wG[0], wP[2:1]},  &{iC,wP[2:0]}};
    assign wC[4] = |{wG[3], &{wG[2], wP[3]}, &{wG[1], wP[3:2]},  &{wG[0], wP[3:1]},  &{iC,wP[3:0]}};
    assign wC[5] = |{wG[4], &{wG[3], wP[4]}, &{wG[2], wP[4:3]},  &{wG[1], wP[4:2]},  &{wG[0], wP[4:1]},  &{iC,wP[4:0]}};
    assign wC[6] = |{wG[5], &{wG[4], wP[5]}, &{wG[3], wP[5:4]},  &{wG[2], wP[5:3]},  &{wG[1], wP[5:2]},  &{wG[0], wP[5:1]},  &{iC,wP[5:0]}};
    assign wC[7] = |{wG[6], &{wG[5], wP[6]}, &{wG[4], wP[6:5]},  &{wG[3], wP[6:4]},  &{wG[2], wP[6:3]},  &{wG[1], wP[6:2]},  &{wG[0],wP[6:1]},  &{iC,wP[6:0]}};
    assign wC[8] = |{wG[7], &{wG[6], wP[7]}, &{wG[5], wP[7:6]},  &{wG[4], wP[7:5]},  &{wG[3], wP[7:4]},  &{wG[2], wP[7:3]},  &{wG[1],wP[7:2]},  &{wG[0],wP[7:1]}, &{iC,wP[7:0]}};
    genvar i;
    generate
        for (i=0; i<ADDER_WIDTH; i=i+1) begin
            assign wP[i] = iA[i] | iB[i], wG[i] = iA[i] & iB[i], oSum[i] = ^{wC[i],iA[i],iB[i]};
        end 
    endgenerate
    assign oC = wC[ADDER_WIDTH];
endmodule
==> /design/flow/run.sh <==
#!/bin/bash
# OpenROAD 26Q1-2900-gdf79404cd8, Yosys 0.63+post, stock flow scripts
make -C /OpenROAD-flow-scripts/flow DESIGN_CONFIG=/design/flow/config.mk WORK_HOME=/design/flow/orfs finish
==> /design/flow/config.mk <==
export PLATFORM = sky130hd
export DESIGN_NAME = adder_128bit
export DESIGN_NICKNAME = adder_128bit
export VERILOG_FILES = /design/flow/design.v
export SDC_FILE = /design/flow/constraint.sdc
export NUM_CORES = 4
export LEC_CHECK = 1
export CORE_AREA = 10 10 251 251
export DIE_AREA = 0 0 261 261
==> /design/flow/constraint.sdc <==
current_design adder_128bit

set clk_period 13.9
set clk_io_pct 0.2

create_clock -name clk0 -period $clk_period

set non_clock_inputs [all_inputs -no_clocks]
set_input_delay [expr $clk_period * $clk_io_pct] -clock clk0 $non_clock_inputs
set_output_delay [expr $clk_period * $clk_io_pct] -clock clk0 [all_outputs]
==> reports/qor.yml <==
synthesis:
  synth.avg_cell_area_um2: 7.21
  synthesis.instances: 1263
  netlist_logic_family_top: "adder cells"
  ys_types: 74
  ys_seq_share: 0
  post_synthesis_simple_gate_area_fraction: 0.168
  xor_share: 0.112
  synth.area.mux_share: 0.0168
  synth-compound-area-share: 0.164
  synth_chip_area_um2: 9110
  synthesis.area_um2: 9110
  cell_count_in_the_yosys_report: 1263
  ys.warnings.count: 12
  ys_sh_adder: 0.406
power_and_ir_drop:
  power.density_cell_area_nw_per_um2: 42.3
  ir_drop_mv: 0.0241
  power.leakage_nw: 6.73
layout:
  comb_cell_area_um2: 7890
  layout_top_cell_excl_fill_tap: "sky130_fd_sc_hd__clkdlybuf4s50_1"
  areaGrowthSynthToFinish_pct: 52.8
  post-route-cell-area_um2: 13900
  drive_above_1_share: 0.0225
  fillers: 6240
  layout.clock_buffers: 0
  layout_top_cells: "sky130_fd_sc_hd__clkdlybuf4s50_1 (386), sky130_fd_sc_hd__inv_1 (319), sky130_fd_sc_hd__ha_1 (262), sky130_fd_sc_hd__nor2_1 (122), sky130_fd_sc_hd__a21oi_1 (81)"
  sequential_cell_area_um2: 0
  n_sequential_cell: 0
die:
  core_box_area_um2: 57600
  core.rowCount: 88
  top_level_ports: 386
  floorplan.core_util: 0.158
  die_w_um: 261
  floorplan.die.height_um: 261
  chip_footprint_um2: 68100
critical_path:
  startpoint_type: "input pin"
  cpPeakStageDelay_ns: 0.60
  cp-end-kind: "output port"
  critical-path-slowest-cell: "sky130_fd_sc_hd__clkdlybuf4s50_1"
  critical_path_arrival_ns: 7.68
  path_max_fanout: 5
  timing_worst_setup_path_type: "input pin to output port"
  worstPathCellList: "clkdlybuf4s50_1, inv_1, ha_1, nor2b_1, o31ai_1, o211ai_1, nand2_1, a21oi_1, o21ai_1, nand3_1, a21oi_1, o211a_1, o21ai_0, a21oi_1, o21ai_0, xor2_1, clkdlybuf4s50_1"
  cp_data_required_time_ns: 11.12
  path_common_cell: "sky130_fd_sc_hd__a21oi_1"
final_timing:
  cycle_use_final: 0.753
  max_slew_margin: 0.529
  setup_repair_after_global_routing_missed_its_margin: "false"
  max_slew.worst_pin.slew_ns: 0.706
  final_hold_viol_count: 0
  timing.final.max_slew_violations: 0
  timing.setup.tns_ns: 0
  setup_viol: 0
  period_minus_slack_ns: 10.46
  max_freq_ghz: 0.0956
global_route:
  grt.overflow.total: 0
  grt_util_met3: 0.0252
  grt_max_degree: 12
  busiest_layer: "met2"
  via_count_of_the_first_global_routing_pass: 8795
  grt_use_met1: 0.127
  use_met2: 0.162
  global_route_wire_length_before_repair_um: 50500
  antenna_violations_before_repair: 5
  globalRouteTotalUtil: 0.0953
clock_tree:
  postCtsSetupRepairBufs: 0
  cts-hold-fix-buffers: 0
  cts-resized-gates: 0
run_status:
  run_status: "finished clean"
placement:
  place_area_um2: 13900
  hpwl_um: 32000
  buffer_ports.inserted: 386
  place_congestion: 0.875
detailed_routing:
  count_of_antenna_violating_nets_left_after_detailed_routing: 0
  routed-via-count: 8890
  route.final.wire_length_um: 34100
  routed_len_inst_um: 14.1
  dr.pass1.iters: 4
  viasPerCell: 3.68
  drt_iter0_markers: 340
  residual_drc_count: 0
hold_path:
  min_path_type: "input pin to output port"
run:
  drv.max_cap_violation_count: 0
  tally_of_openroad_warnings: 172
[metal layers]
layer,vias to the layer above,share of wire
li1,4817,-
met1,3887,0.45
met2,178,0.47
met3,4,0.073
met4,4,0.000059
met5,-,0.00079
[where the power goes]
group	internal, W	switching (W)	leakage, nW	total [W]
Clock	0.0000000000195	0	0.0000127	0.0000000000195
Combinational	0.000350	0.000238	6.73	0.000588
Sequential	0	0	0	0
[worst max-delay path: cells and delay by family]
family / cells / cell delay, ns
and+or+nand+nor: 3 / 0.38
adders and majority gates: 1 / 0.17
buffers and inverters: 3 / 1.22
AOI/OAI and AO/OA: 9 / 2.84
xor gates and xnor gates: 1 / 0.28
[cells in the mapped netlist, drive strengths merged, types with 4 or more instances]
| library cell | number | area (um^2) |
|---|---|---|
| mux2i | 7 | 70.1 |
| nor4 | 9 | 56.3 |
| nand2b | 22 | 138 |
| nand2 | 42 | 158 |
| a2111oi | 7 | 98.9 |
| o211ai | 6 | 45.0 |
| nor2b | 25 | 164 |
| nor3b | 12 | 100 |
| fa | 21 | 420 |
| inv | 319 | 1200 |
| ha | 262 | 3280 |
| nor3 | 29 | 150 |
| nand3 | 11 | 55.1 |
| or4 | 4 | 30.0 |
| a221oi | 4 | 35.0 |
| o31ai | 9 | 67.6 |
| o21bai | 22 | 169 |
| a211oi | 9 | 67.6 |
| nor2 | 123 | 469 |
| a21boi | 5 | 48.8 |
| or3b | 4 | 35.0 |
| xor2 | 49 | 429 |
| xnor2 | 67 | 587 |
| o21ai | 43 | 215 |
| or3 | 8 | 55.1 |
| mux2 | 7 | 82.6 |
| a21oi | 82 | 414 |
| o21a | 5 | 37.5 |
[worst paths after layout]
check  startpoint       end  slack [ns]  cells past startpoint
min        iB[70]  oSum[70]        6.63                      5
max         iA[9]  oSum[79]        3.44                     17
[per-stage QoR]
step | total power, W | utilization | hold WS (ns) | instances | setup WS (ns)
after global routing | 0.000656 | 0.242 | 6.69 | 2411 | 2.76
after global placement | 0.000603 | 0.242 | 6.64 | 2411 | 3.08
final | 0.000588 | 0.242 | 6.63 | 2413 | 3.44
after detailed placement | 0.000599 | 0.242 | 6.64 | 2411 | 3.09
after CTS | 0.000605 | 0.242 | 6.65 | 2411 | 3.07
after floorplan | 0.000249 | - | 5.66 | 1263 | 5.19
[area by class of cell]
cell class                      count  area share
Multi-Input combinational cell    940       0.567
Timing Repair Buffer              387       0.278
Tap cell                          765      0.0688
Antenna cell                        2    0.000360
Inverter                          319      0.0860
[logic make-up (layout without fill, tap and decap cells)]
group	count (synthesis)	in the layout
multiplexers	14	14
XOR/XNOR	116	116
AND/OR/NAND/NOR	305	305
other	0	2
AND-OR/OR-AND	222	222
buffers and inverters	323	706
adder cells (fa/ha/maj)	283	283
Power and IR drop assume default switching activity.
